$ cat design/flow/run.sh
#!/bin/bash
# OpenROAD 26Q1-2900-gdf79404cd8, Yosys 0.63+post, stock flow scripts
make -C /OpenROAD-flow-scripts/flow DESIGN_CONFIG=/design/flow/config.mk WORK_HOME=/design/flow/orfs finish
$ cat design/flow/config.mk
export PLATFORM = sky130hd
export DESIGN_NAME = up_down_counter
export DESIGN_NICKNAME = up_down_counter
export VERILOG_FILES = /design/flow/design.v
export SDC_FILE = /design/flow/constraint.sdc
export NUM_CORES = 4
export LEC_CHECK = 1
export CORE_AREA = 10 10 84 84
export DIE_AREA = 0 0 94 94
$ cat design/flow/constraint.sdc
current_design up_down_counter

set clk_period 5.7
set clk_io_pct 0.2

create_clock -name clk0 -period $clk_period [get_ports {clk}]

set non_clock_inputs [all_inputs -no_clocks]
set_input_delay [expr $clk_period * $clk_io_pct] -clock clk0 $non_clock_inputs
set_output_delay [expr $clk_period * $clk_io_pct] -clock clk0 [all_outputs]
$ cat design/flow/design.v
module up_down_counter (
    input wire clk,            
    input wire rst,            
    input wire up_down,        
    output reg [15:0] count    
);
    always @(posedge clk or posedge rst) begin
        if (rst) begin
            count <= 16'b0;      
        end else if (up_down) begin
            count <= count + 1;  
        end else begin
            count <= count - 1;  
        end
    end
endmodule
==> metrics.cfg <==
[die]
io_pins = 19
core_area_sq_mm = 0.00520
num_rows = 26
chipArea_sq_mm = 0.00884
die_height_um = 94
die_w_um = 94
fp_util_pct = 21.8

[final_layout]
postLayoutCellArea_sq_mm = 0.00143
final_cell_mix = clkdlybuf4s50_1 (18), dfrtp_1 (16), ha_1 (14), nand2_1 (10), a21oi_1 (10)
fin_cells = 200
area_growth_pct = 26.4
drive_gt1_share_pct = 10.0
regMostFlops = count
largest_reg_flops = 16
lay_top_count = clkdlybuf4s50_1
reg_top3 = count: 16 flops

[yosys]
ys_seq_share_pct = 35.3
synth_cell_types = 32
topCellsByArea = dfrtp_1 (35%), ha_1 (15%), xnor2_1 (5.4%)
top_area_cell = dfrtp_1
ys_area_sq_mm = 0.00113
synthesis.area_sq_mm = 0.00113
top_area_share_pct = 35.3
synth_area_per_cell_sq_um = 10.2
yosysCellCount = 111
ys_sh_xor_pct = 10.8
syn_inst = 111
ys_sh_simple_pct = 10.4
adder_share_pct = 17.2
synth_flops = 16
yosysWarnings = 1
synthTopLogicFamily = AND-OR/OR-AND gates
ys_sh_aoi_pct = 21.9
ys_sh_mux_pct = 1.87

[worst_setup_path]
crit_path_top_delay_cell = clkdlybuf4s50_1
worstPathRequired_ns = 5.84
critPathKind = input pin to flip-flop
r2r-end = count[12]
r2r_slack_ns = 3.74
startpoint_type = input pin
r2r_cells = 7
cp_cell_sequence = clkdlybuf4s50_1 -> inv_1 -> ha_1 -> a21oi_1 -> o211ai_2 -> a31oi_4 -> o21bai_2 -> xor2_1
path_buffers = 2
cp.arrival_ns = 3.35
crit_cells = 8
crit_path_max_incr_delay_ns = 0.48
worst_r2r_startpoint = count[0]
crit_family = buffers and inverters
crit_end = count[13]
cp_max_fo = 14
crit_path_end_kind = flip-flop
critPathLaunch = up_down

[sta]
slew_violations = 0
max_freq_ghz = 0.311
fin_crit_ns = 3.22
finalHoldViolCount = 0
finalClockPeriodUsage_pct = 56.4
clock_skew_ns = 0.00344
rsz0062_at_grt = no
worstMarginPinSlew_ns = 0.641
setup_viol = 0
tns_ns = 0
relSlewSlack_pct = 57.2

[clocking]
numCtsBuffers = 3
cts_buffer_depth = 2
post_cts_resized = 0
cts_root_buf = clkbuf_8
clock_latency_ns = 0.25
h-tree-depth = 1
postCtsHoldBufs = 0
numClockSinks = 16
postCtsSetupBuffers = 0
clk_pin_slew_ns = 0.07
cts_tree = yes

[global_routing]
grt_max_degree = 17
grtUsageMet1_pct = 8.24
use_met2_pct = 8.81
busiest_layer = met2
groute.usage.overall_pct = 5.83
grt-ovfl-total = 0
grt_pass1_vias = 861
grt_util_met3_pct = 1.86
antenna_found_initial = 0
grt_pass1_wl_um = 4190

[placement]
placed_cells = 197
placed_area_sq_mm = 0.00139
routabilityCongestion = 0.759
numPortBuffers = 18
hpwlAfterDp_um = 1820

[job]
max_cap_viol_count = 0
warnings = 25

[routing]
routed_via_density = 4.23
wl_per_cell_um = 11.8
drt_iter0_markers = 23
dr.pass1.iters = 4
ant_nets = 0
antenna_cells = 0
wl_um = 2360
drcViolationCount = 0
vias = 846

[power_and_ir_drop]
ir_drop_mv = 0.306
leakagePower_nw = 0.644
total_power_mw = 0.828
power_density_mw_per_mm2 = 577

[min_path]
hp-class = flip-flop to flip-flop

[outcome]
status = complete, no violations

[routing by layer]
| layer | share of wire, % | vias up |
|---|---|---|
| met1 | 49 | 399 |
| met3 | 4.5 | 2 |
| met5 | 0 | - |
| li1 | - | 434 |
| met2 | 45 | 11 |
| met4 | 0.93 | 0 |
[per-stage QoR]
step | utilization [%] | setup WS [ns] | hold WS [ns]
5_1_grt | 27.5 | 2.32 | 0.577
3_3_place_gp | 26.8 | 2.24 | 0.531
6_report | 27.5 | 2.48 | 0.542
3_5_place_dp | 26.8 | 2.22 | 0.528
4_1_cts | 27.5 | 2.48 | 0.551
2_1_floorplan | - | 3.02 | 0.472
[worst min path at each step]
stage / start / endpoint / slack (ns) / cells past startpoint
4_1_cts: count[0] / count[0] / 0.55 / 1
5_1_grt: count[0] / count[0] / 0.58 / 1
6_report: count[0] / count[0] / 0.54 / 1
[cell usage after synthesis]
master / n
o21bai_2: 1
a31oi_4: 1
and3_1: 3
and2_1: 1
a21oi_1: 10
o311ai_0: 1
a211oi_2: 1
nand2_1: 10
nand4_1: 1
o21ai_2: 2
mux2i_1: 1
o21ai_1: 2
nand3_1: 2
nor3_1: 1
a21o_1: 5
nor2_1: 4
nand2b_1: 3
a21o_2: 1
o211ai_1: 1
inv_1: 5
o211ai_2: 3
dfrtp_1: 16
fa_1: 1
ha_1: 14
a21oi_2: 1
xor2_1: 7
mux2_1: 1
buf_2: 1
clkbuf_2: 1
o21ai_0: 2
xnor2_1: 7
o21bai_1: 1
[logic make-up after synthesis]
family	after synthesis
adders and majority gates	15
and+or+nand+nor	25
AOI/OAI and AO/OA	32
muxes	2
DFF	16
buffers and inverters	7
xor gates and xnor gates	14
[layout make-up]
cell class / instances / area, sq um
Clock buffer: 3 / 41.3
Fill cell: 562 / 3770
Inverter: 5 / 18.8
Multi-Input combinational cell: 88 / 706
Sequential cell: 16 / 400
Tap cell: 70 / 87.6
Timing Repair Buffer: 18 / 180
[where the power goes]
| group | total (mW) | switching, mW | internal, mW |
|---|---|---|---|
| combinational | 0.532 | 0.252 | 0.281 |
| clock | 0.0866 | 0.0398 | 0.0469 |
| sequential | 0.209 | 0.0327 | 0.176 |
| total | 0.828 | 0.324 | 0.503 |
Power and IR drop assume default switching activity.
