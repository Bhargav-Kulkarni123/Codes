### config.mk
export PLATFORM = sky130hd
export DESIGN_NAME = Demux
export DESIGN_NICKNAME = Demux
export VERILOG_FILES = /design/flow/design.v
export SDC_FILE = /design/flow/constraint.sdc
export NUM_CORES = 4
export LEC_CHECK = 1
export CORE_AREA = 10 10 70 70
export DIE_AREA = 0 0 80 80
### constraint.sdc
current_design Demux

set clk_period 1.0
set clk_io_pct 0.2

create_clock -name clk0 -period $clk_period

set non_clock_inputs [all_inputs -no_clocks]
set_input_delay [expr $clk_period * $clk_io_pct] -clock clk0 $non_clock_inputs
set_output_delay [expr $clk_period * $clk_io_pct] -clock clk0 [all_outputs]
### design.v
module Demux(S, Y);
    input [3:0] S;   
    output [15:0] Y;   
    assign Y[0] = ~S[3] & ~S[2] & ~S[1] & ~S[0];
    assign Y[1] = ~S[3] & ~S[2] & ~S[1] &  S[0];
    assign Y[2] = ~S[3] & ~S[2] &  S[1] & ~S[0];
    assign Y[3] = ~S[3] & ~S[2] &  S[1] &  S[0];
    assign Y[4] = ~S[3] &  S[2] & ~S[1] & ~S[0];
    assign Y[5] = ~S[3] &  S[2] & ~S[1] &  S[0];
    assign Y[6] = ~S[3] &  S[2] &  S[1] & ~S[0];
    assign Y[7] = ~S[3] &  S[2] &  S[1] &  S[0];
    assign Y[8] =  S[3] & ~S[2] & ~S[1] & ~S[0];
    assign Y[9] =  S[3] & ~S[2] & ~S[1] &  S[0];
    assign Y[10] =  S[3] & ~S[2] &  S[1] & ~S[0];
    assign Y[11] =  S[3] & ~S[2] &  S[1] &  S[0];
    assign Y[12] =  S[3] &  S[2] & ~S[1] & ~S[0];
    assign Y[13] =  S[3] &  S[2] & ~S[1] &  S[0];
    assign Y[14] =  S[3] &  S[2] &  S[1] & ~S[0];
    assign Y[15] =  S[3] &  S[2] &  S[1] &  S[0];
endmodule
### run.sh
#!/bin/bash
# OpenROAD 26Q1-2900-gdf79404cd8, Yosys 0.63+post, stock flow scripts
make -C /OpenROAD-flow-scripts/flow DESIGN_CONFIG=/design/flow/config.mk WORK_HOME=/design/flow/orfs finish
==> README.md <==
| Item | Value | Unit |
|:---|:---|:---|
| Final Instance Count excl. Fillers | 100 | - |
| Number of antenna diodes | 0 | - |
| Share of cells above drive strength 1 | 87.0 | % |
| Total of buffers placed on input and output ports | 20 | - |
| Hold WC Path Type | in -> out | - |
| Via count | 338 | - |
| Floorplan row count | 21 | - |
| Antenna violations before repair | 0 | - |
| Violations in the final reports | setup timing | - |
| Cell area after synthesis | 226 | um2 |
| Result of the run | finished, violations left | - |
| Critical Path AT | 0.93 | ns |
| Via density per instance | 3.38 | - |
| Tmin final | 1.13 | ns |
| Count of instantiated cells in the yosys netlist | 20 | - |
| Global-route total usage across every layer | 3.81 | % |
| Post-Syn Instances | 20 | - |
| Top cells by area in the synthesized netlist | sky130_fd_sc_hd__nor4b_2 (27%), sky130_fd_sc_hd__and4bb_2 (22%), sky130_fd_sc_hd__and4b_1 (18%) | - |
| Width of the die | 80 | um |
| Total Power | 0.260 | mW |
| Critical path class | in -> out | - |
| Area of the core | 3420 | um2 |
| Data required time of the critical path | 0.80 | ns |
| Max capacitance violation total | 0 | - |
| CP endpoint kind | primary output | - |
| Count of tool warnings | 34 | - |
| Unique masters post-synth | 7 | - |
| Overall routed net length | 1320 | um |
| Setup crit start kind | input pin | - |
| Weighted congestion at the end of routability-driven global placement | 0.708 | - |
| Sequential cell area | 0 | um2 |
| Floorplan Utilization | 6.63 | % |
| Leading post-synthesis cells by instance count | sky130_fd_sc_hd__and4b_1 (4), sky130_fd_sc_hd__and4bb_2 (4), sky130_fd_sc_hd__buf_4 (4), sky130_fd_sc_hd__nor4b_2 (4), sky130_fd_sc_hd__and4bb_1 (2) | - |
| Cell total after placement | 86 | - |
| Number of top-level pins | 20 | - |
| Area share of the largest cell type after synthesis | 26.5 | % |
| Number of global-route vias before repair | 335 | - |
| Top achievable clock speed | 0.883 | GHz |
| Top cell type by total area after synthesis | sky130_fd_sc_hd__nor4b_2 | - |
| First-pass GRT wire length | 1980 | um |
| Measured slew at the worst slew-check pin | 0.177 | ns |
| Chip area line of the yosys report | 226 | um2 |
| DR WL/cell | 13.2 | um |
| Post-Place Cell Area | 534 | um2 |
| FFs & Latches | 0 | - |
| Hold-fix buffers at CTS | 0 | - |
| P&R area growth vs syn | 227 | % |
| Total non-filler cell area in the finished layout | 739 | um2 |
| Max IR drop VDD | 116 | uV |
| Slew HR | 88.2 | % |
| TritonRoute pass-1 iters | 4 | - |
| Iteration-0 DRC count of the detailed router | 2 | - |
| Largest net degree at the start of global routing | 9 | - |
| Post-synth seq share | 0 | % |
| Final-layout clock buffer total | 0 | - |
| Total power divided by cell area | 352 | nW/um2 |
| Total Die Area | 6400 | um2 |
| Pleak | 0.354 | nW |
| Congestion Overflow GR | 0 | - |
| Remaining number of nets flagged by the antenna check after routing | 0 | - |
| Worst Setup Slack, final | -0.133 | ns |
| Floorplan die height | 80 | um |
| Remaining design rule violation count | 0 | - |
| Final worst path period share | 113 | % |
| DP HPWL | 674 | um |
| # setup viols final | 14 | - |
| Average size of a mapped cell | 11.3 | um2 |
| Fin. max-slew vios | 0 | - |
| Number of warning messages in the yosys log | 0 | - |
| Final-layout fill cell count | 370 | - |
| Largest fanout on the critical path | 7 | - |
| Hold Vio Cnt, Final | 0 | - |
| RSZ-0062 raised after global routing | yes | - |
[power breakdown]
| part | switching (mW) | leakage, nW | internal, mW |
|---|---|---|---|
| combinational | 0.0862 | 0.354 | 0.174 |
| clock | 0 | 0 | 0 |
| sequential | 0 | 0 | 0 |
| total | 0.0862 | 0.354 | 0.174 |
[logic make-up after synthesis]
logic type | after synthesis | share of synthesized area [%]
and+or+nand+nor | 16 | 86.7
buffers and inverters | 4 | 13.3
[worst max-delay path: stages]
cell                      delay, ns
sky130_fd_sc_hd__buf_12        0.11
sky130_fd_sc_hd__buf_16        0.13
sky130_fd_sc_hd__buf_6         0.11
sky130_fd_sc_hd__nor4b_4       0.24
sky130_fd_sc_hd__buf_2         0.14
[path summary, 6_finish.rpt]
| kind | startpoint | to | slack, ns | cells after the start |
|---|---|---|---|---|
| worst max-delay path | S[0] | Y[2] | -0.13 | 5 |
| worst min-delay path | S[3] | Y[0] | 0.73 | 4 |
[final cells by class]
type | count | area [um2] | area share [%]
repair buffers | 38 | 442 | 59.7
multi-input cells | 16 | 240 | 32.5
well taps | 46 | 57.6 | 7.78
[per-layer routing]
layer  wire length [um]  part of all wire [%]  GRT usage (%)  vias to the layer above
li1                   -                     -              -                      158
met1                653                    50           6.06                      158
met2                448                    34           4.57                       22
met3                213                    16           1.82                        0
met4                  0                     0              0                        0
met5                  0                     0              0                        -
[cells in the final DEF, fill, tap and decap left out]
master | netlist | final
sky130_fd_sc_hd__nor4_4 | 0 | 1
sky130_fd_sc_hd__and4_1 | 1 | 1
sky130_fd_sc_hd__buf_2 | 0 | 16
sky130_fd_sc_hd__buf_6 | 0 | 5
sky130_fd_sc_hd__and4b_1 | 4 | 4
sky130_fd_sc_hd__nor4b_4 | 0 | 4
sky130_fd_sc_hd__buf_4 | 4 | 3
sky130_fd_sc_hd__buf_8 | 0 | 4
sky130_fd_sc_hd__and4bb_1 | 2 | 2
sky130_fd_sc_hd__and4bb_2 | 4 | 4
sky130_fd_sc_hd__buf_12 | 0 | 7
sky130_fd_sc_hd__buf_16 | 0 | 3
[per-stage QoR]
step	setup slack [ns]	hold slack [ns]	utilization, %	setup TNS (ns)
3_3_place_gp	-0.787	1.50	15.6	-11.97
4_1_cts	-0.146	0.740	19.5	-0.750
2_1_floorplan	0.250	0.535	-	0
5_1_grt	-0.190	0.757	21.6	-1.29
3_5_place_dp	-0.800	1.50	15.6	-12.02
6_report	-0.133	0.733	21.6	-0.812
[repair_timing]
item,in CTS,in global routing
pin swaps,10,9
endpoints found under the setup margin,16,12
resized,84,12
gates cloned,4,0
setup buffers,9,2
Power is estimated from default activity; no workload was simulated.
